--- ./run.sh ---
#!/bin/bash
# OpenROAD 26Q1-2900-gdf79404cd8, Yosys 0.63+post, stock flow scripts
make -C /OpenROAD-flow-scripts/flow DESIGN_CONFIG=/design/flow/config.mk WORK_HOME=/design/flow/orfs finish
--- ./config.mk ---
export PLATFORM = sky130hd
export DESIGN_NAME = tenthirty
export DESIGN_NICKNAME = tenthirty
export VERILOG_FILES = /design/flow/design.v
export SDC_FILE = /design/flow/constraint.sdc
export NUM_CORES = 4
export LEC_CHECK = 1
export CORE_UTILIZATION = 40
--- ./constraint.sdc ---
current_design tenthirty

set clk_period 3.9
set clk_io_pct 0.2

create_clock -name clk0 -period $clk_period [get_ports {clk}]

set non_clock_inputs [all_inputs -no_clocks]
set_input_delay [expr $clk_period * $clk_io_pct] -clock clk0 $non_clock_inputs
set_output_delay [expr $clk_period * $clk_io_pct] -clock clk0 [all_outputs]
--- ./design.v ---
module LUT (
    input  clk,     
    input  rst_n,   
    input  pip,
    output reg [3:0] number
);
reg [3:0] poker_mem [0:51];
reg [5:0] pointer;
integer i;
always @(posedge clk or negedge rst_n) begin 
    if(~rst_n) begin
        number <= 'd0;
    end 
    else if (pip) begin
        number <= poker_mem[pointer];
    end
    else begin
        number <= 'd0;
    end
end
always @(posedge clk or negedge rst_n) begin 
    if(~rst_n) begin
        pointer <= 'd0;
    end 
    else begin
        if(pip) begin
            pointer <= pointer + 'd1;
        end
    end
end
always @(posedge clk or negedge rst_n) begin
    if(!rst_n) begin
        for(i=0;i<52;i=i+1) begin
            poker_mem[i] <= 'd0;
        end
    end 
    else begin
        poker_mem[ 0] <= 4'd10; 
        poker_mem[ 1] <= 4'd13 ; 
        poker_mem[ 2] <= 4'd8 ; 
        poker_mem[ 3] <= 4'd2 ; 
        poker_mem[ 4] <= 4'd10; 
        poker_mem[ 5] <= 4'd2 ; 
        poker_mem[ 6] <= 4'd7 ; 
        poker_mem[ 7] <= 4'd11; 
        poker_mem[ 8] <= 4'd6 ; 
        poker_mem[ 9] <= 4'd5 ; 
        poker_mem[10] <= 4'd1 ; 
        poker_mem[11] <= 4'd4 ; 
        poker_mem[12] <= 4'd13; 
        poker_mem[13] <= 4'd10; 
        poker_mem[14] <= 4'd11; 
        poker_mem[15] <= 4'd13; 
        poker_mem[16] <= 4'd6 ; 
        poker_mem[17] <= 4'd5 ; 
        poker_mem[18] <= 4'd12; 
        poker_mem[19] <= 4'd3; 
        poker_mem[20] <= 4'd1 ; 
        poker_mem[21] <= 4'd6 ; 
        poker_mem[22] <= 4'd8 ; 
        poker_mem[23] <= 4'd5 ; 
        poker_mem[24] <= 4'd8 ; 
        poker_mem[25] <= 4'd3 ; 
        poker_mem[26] <= 4'd4 ; 
        poker_mem[27] <= 4'd7 ; 
        poker_mem[28] <= 4'd7 ; 
        poker_mem[29] <= 4'd9 ; 
        poker_mem[30] <= 4'd11; 
        poker_mem[31] <= 4'd4 ; 
        poker_mem[32] <= 4'd6 ; 
        poker_mem[33] <= 4'd3 ; 
        poker_mem[34] <= 4'd9 ; 
        poker_mem[35] <= 4'd12; 
        poker_mem[36] <= 4'd3; 
        poker_mem[37] <= 4'd9; 
        poker_mem[38] <= 4'd5; 
        poker_mem[39] <= 4'd12; 
        poker_mem[40] <= 4'd2; 
        poker_mem[41] <= 4'd10; 
        poker_mem[42] <= 4'd12; 
        poker_mem[43] <= 4'd2; 
        poker_mem[44] <= 4'd1; 
        poker_mem[45] <= 4'd13; 
        poker_mem[46] <= 4'd1; 
        poker_mem[47] <= 4'd4; 
        poker_mem[48] <= 4'd8; 
        poker_mem[49] <= 4'd9; 
        poker_mem[50] <= 4'd7; 
        poker_mem[51] <= 4'd11; 
    end
end
endmodule
module tenthirty(
    input clk,
    input rst_n,  
    input btn_m,  
    input btn_r,  
    output reg [7:0] seg7_sel,
    output reg [7:0] seg7,    
    output reg [7:0] seg7_l,  
    output reg [2:0] led  
);
parameter IDLE = 3'b000;
parameter DORO = 3'b001;
parameter PMANY_DORO = 3'b010;
parameter PCOMPARE = 3'b011;
parameter DMANY_DORO = 3'b100;
parameter DCOMPARE = 3'b101;
parameter FINAL = 3'b110;
parameter DONE = 3'b111;
integer i;
reg [24:0] counter; 
wire dis_clk;  
wire d_clk  ;  
always@(posedge clk or negedge rst_n) begin
    if(!rst_n) begin
        counter <= 0;
    end
    else begin
        counter <= counter + 1;
    end
end
assign d_clk = counter[24];
assign dis_clk = counter[12];
reg [7:0] seg7_temp[0:7];            
reg [2:0] dis_cnt;
reg [4:0] card_dealer[0:4];
reg [4:0] card_player[0:4];
reg [1:0] doro_count;
reg [2:0] p_cards;
reg [2:0] d_cards;
reg [2:0] round;
wire[5:0] P_total;
wire[5:0] D_total;
reg [2:0]current_state;
reg [2:0]next_state;
always@(posedge d_clk, negedge rst_n)begin             
    if(!rst_n)begin
        current_state <= IDLE;
    end
    else begin
        current_state <= next_state;
    end
end
always@(*)begin    
    if(!rst_n)begin
        next_state = IDLE;
    end
    else begin
        case(current_state)
            IDLE: begin
                if(btn_m)begin
                    next_state = DORO;
                end
                else begin
                    next_state = IDLE;
                end
            end
            DORO: begin
                if(doro_count == 2'b10)begin                            
                    next_state = PMANY_DORO;
                end
                else begin
                    next_state = DORO;
                end
            end
            PMANY_DORO: begin
                if(P_total > 6'd21)begin
                    next_state = DMANY_DORO;
                end
                else if(btn_r)begin
                    next_state = DMANY_DORO;
                end
                else if(p_cards == 3'd5)begin
                    if(btn_m)begin
                        next_state = DMANY_DORO;
                    end
                    else if(btn_r)begin
                        next_state = DMANY_DORO;
                    end
                    else begin
                        next_state = PMANY_DORO;
                    end
                end
                else begin
                    if(btn_m)begin                        
                        next_state = PCOMPARE;
                    end
                    else begin
                        next_state = PMANY_DORO;
                    end
                end
            end
            PCOMPARE: begin
                next_state = PMANY_DORO;
            end
            DMANY_DORO: begin
                if(D_total > 6'd21)begin
                    next_state = FINAL;
                end
                else if(btn_r)begin
                    next_state = FINAL;
                end
                else if(d_cards == 3'd5)begin
                    if(btn_m)begin
                        next_state = FINAL;
                    end
                    else if(btn_r)begin
                        next_state = FINAL;
                    end
                    else begin
                        next_state = DMANY_DORO;
                    end
                end
                else begin
                    if(btn_m)begin
                        next_state = DCOMPARE;
                    end
                    else begin
                        next_state = DMANY_DORO;
                    end
                end
            end
            DCOMPARE: begin
                next_state = DMANY_DORO;
            end
            FINAL: begin
                if(btn_r)begin
                    if(round == 3'd3)begin
                        next_state = DONE;
                    end
                    else begin
                        next_state = IDLE;
                    end
                end
                else begin
                    next_state = FINAL;
                end
            end
            DONE: begin
                next_state = DONE;
            end
            default: next_state = IDLE;
        endcase
    end
end
reg  pip;
wire [3:0] number;
always@(*)begin                                      
    if((current_state == DORO) && (!doro_count[1]))begin
        pip = 1'b1;
    end
    else if((current_state == PMANY_DORO) || (current_state == DMANY_DORO))begin
        if(btn_m)begin
            pip = 1'b1;
        end
        else begin
            pip = 1'b0;
        end
    end
    else begin
        pip = 1'b0;
    end
end
always@(posedge d_clk , negedge rst_n)begin      
    if(!rst_n)begin
        doro_count <= 2'b00;
    end
    else begin
        if(current_state == DORO)begin
            doro_count <= doro_count + 1'b1;
        end
        else begin
            doro_count <= 2'b00;
        end
    end
end
always@(posedge d_clk , negedge rst_n)begin      
    if(!rst_n)begin
        p_cards <= 3'd1;
    end
    else begin
        if(current_state == IDLE)begin
            p_cards <= 3'd1;
        end
        else if((current_state == PCOMPARE))begin
            p_cards <= p_cards +1;
        end
        else begin
            p_cards <= p_cards ;
        end
    end
end
always@(posedge d_clk , negedge rst_n)begin      
    if(!rst_n)begin
        d_cards <= 3'd1;
    end
    else begin
        if(current_state == IDLE)begin
            d_cards <= 3'd1;
        end
        else if((current_state == DCOMPARE))begin
            d_cards <= d_cards +1;
        end
        else begin
            d_cards <= d_cards ;
        end
    end
end
always@(posedge d_clk , negedge rst_n)begin          
    if(!rst_n)begin
        for(i=0;i<=4;i=i+1)begin
            card_dealer[i] <= 5'd0;
        end
    end
    else if(current_state == IDLE)begin
        for(i=0;i<=4;i=i+1)begin
            card_dealer[i] <= 5'd0;
        end
    end
    else begin
        if(current_state == DORO)begin
            if(doro_count == 2'b10)begin
                if(number > 10)begin
                    card_dealer[0] <= 5'b0_0001;
                end
                else begin
                    card_dealer[0] <= {number, 1'b0};
                end
            end
            else begin           
                card_dealer[0] <= card_dealer[0];
            end
        end
        else if(current_state == DCOMPARE)begin
            if((number > 10))begin
                card_dealer[d_cards] <= 5'b0_0001;
            end
            else if((number <=10)) begin
                card_dealer[d_cards] <= {number, 1'b0};
            end
            else begin           
                card_dealer[d_cards] <= card_dealer[d_cards];
            end
        end
        else begin                                   
            for(i=0;i<5;i=i+1)begin
                card_dealer[i] <= card_dealer[i];
            end
        end
    end
end
always@(posedge d_clk, negedge rst_n)begin          
    if(!rst_n)begin
        for(i=0; i<=4; i=i+1)begin
            card_player[i] <= 5'd0;
        end
    end
    else if(current_state == IDLE)begin
        for(i=0;i<=4;i=i+1)begin
            card_player[i] <= 5'd0;
        end
    end
    else begin
        if(current_state == DORO)begin
            if(doro_count == 2'b01)begin
                if(number >10)begin
                    card_player[0] <= 5'b0_0001;
                end
                else begin
                    card_player[0] <= {number, 1'b0};
                end
            end
            else begin       
                card_player[0] <= card_player[0];
            end
        end
        else if((current_state == PCOMPARE))begin
            if(number != 'd0)begin
                if((number>10))begin
                    card_player[p_cards] <= 5'b0_0001;
                end
                else if((number <= 10))begin
                    card_player[p_cards] <= {number, 1'b0};
                end
            end
            else begin
                card_player[p_cards] <= card_player[p_cards];
            end
        end
        else begin           
            for(i=0;i<5;i=i+1)begin
                card_player[i] <= card_player[i];
            end
        end 
    end
end
always@(posedge d_clk, negedge rst_n)begin       
    if(!rst_n)begin
        round <= 3'd0;
    end
    else begin
        if((current_state == FINAL) && (btn_r))begin
            round <= round + 1'b1;
        end
        else begin           
            round <= round;
        end
    end
end
assign P_total = card_player[0] + card_player[1] + card_player[2] + card_player[3] + card_player[4];
assign D_total = card_dealer[0] + card_dealer[1] + card_dealer[2] + card_dealer[3] + card_dealer[4]; 
always@(posedge d_clk, negedge rst_n)begin              
    if(!rst_n)begin
        for(i=0;i<8;i=i+1)begin
            seg7_temp[i] <= 8'b0000_0001;
        end
    end
    else begin
        if(current_state == IDLE)begin
            for(i=0;i<8;i=i+1)begin
                seg7_temp[i] <= 8'b0000_0001;
            end
        end
        else if((current_state == PMANY_DORO) || (current_state == PCOMPARE))begin
                seg7_temp[5] <= (P_total[0])? 8'b1000_0000: 8'b0000_0001;
                seg7_temp[7] <= (P_total[5:1]>= 'd20)? 8'b0101_1011: ((P_total[5:1]>= 'd10)? 8'b0000_0110:8'b0011_1111);
                case(P_total[5:1]%10)
                    0: seg7_temp[6] <= 8'b0011_1111;
                    1: seg7_temp[6] <= 8'b0000_0110;
                    2: seg7_temp[6] <= 8'b0101_1011;
                    3: seg7_temp[6] <= 8'b0100_1111;
                    4: seg7_temp[6] <= 8'b0110_0110;
                    5: seg7_temp[6] <= 8'b0110_1101;
                    6: seg7_temp[6] <= 8'b0111_1101;
                    7: seg7_temp[6] <= 8'b0000_0111;
                    8: seg7_temp[6] <= 8'b0111_1111;
                    9: seg7_temp[6] <= 8'b0110_1111;
                    default: seg7_temp[6] <= 8'b0000_0001;
                endcase
                for(i=0;i<5;i=i+1)begin
                    case((card_player[i]))
                         0: seg7_temp[i] <= 8'b0000_0001;
                         1: seg7_temp[i] <= 8'b1000_0000;
                         2: seg7_temp[i] <= 8'b0000_0110;
                         4: seg7_temp[i] <= 8'b0101_1011;
                         6: seg7_temp[i] <= 8'b0100_1111;
                         8: seg7_temp[i] <= 8'b0110_0110;
                        10: seg7_temp[i] <= 8'b0110_1101;
                        12: seg7_temp[i] <= 8'b0111_1101;
                        14: seg7_temp[i] <= 8'b0000_0111;
                        16: seg7_temp[i] <= 8'b0111_1111;
                        18: seg7_temp[i] <= 8'b0110_1111;
                        20: seg7_temp[i] <= 8'b0011_1111;
                        default: seg7_temp[i] <= 8'b0000_0001;
                    endcase
                end
        end
        else if((current_state == DMANY_DORO) || (current_state == DCOMPARE))begin
                seg7_temp[5] <= (D_total[0])? 8'b1000_0000: 8'b0000_0001;
                seg7_temp[7] <= (D_total[5:1]>= 'd20)? 8'b0101_1011: ((D_total[5:1] >= 'd10)? 8'b0000_0110:8'b0011_1111);
                case(D_total[5:1]%10)
                    0: seg7_temp[6] <= 8'b0011_1111;
                    1: seg7_temp[6] <= 8'b0000_0110;
                    2: seg7_temp[6] <= 8'b0101_1011;
                    3: seg7_temp[6] <= 8'b0100_1111;
                    4: seg7_temp[6] <= 8'b0110_0110;
                    5: seg7_temp[6] <= 8'b0110_1101;
                    6: seg7_temp[6] <= 8'b0111_1101;
                    7: seg7_temp[6] <= 8'b0000_0111;
                    8: seg7_temp[6] <= 8'b0111_1111;
                    9: seg7_temp[6] <= 8'b0110_1111;
                    default: seg7_temp[6] <= 8'b0000_0001;
                endcase
                for(i=0;i<5;i=i+1)begin
                    case((card_dealer[i]))
                         0: seg7_temp[i] <= 8'b0000_0001;
                         1: seg7_temp[i] <= 8'b1000_0000;
                         2: seg7_temp[i] <= 8'b0000_0110;
                         4: seg7_temp[i] <= 8'b0101_1011;
                         6: seg7_temp[i] <= 8'b0100_1111;
                         8: seg7_temp[i] <= 8'b0110_0110;
                        10: seg7_temp[i] <= 8'b0110_1101;
                        12: seg7_temp[i] <= 8'b0111_1101;
                        14: seg7_temp[i] <= 8'b0000_0111;
                        16: seg7_temp[i] <= 8'b0111_1111;
                        18: seg7_temp[i] <= 8'b0110_1111;
                        20: seg7_temp[i] <= 8'b0011_1111;
                        default: seg7_temp[i] <= 8'b0000_0001;
                    endcase
                end 
        end
        else if(current_state == FINAL) begin
            seg7_temp[3] <= 8'b0000_0001;
            seg7_temp[4] <= 8'b0000_0001;
            seg7_temp[5] <= (D_total[0])? 8'b1000_0000: 8'b0000_0001;
            seg7_temp[7] <= (D_total[5:1]>= 'd20)? 8'b0101_1011: ((D_total[5:1] >= 'd10)? 8'b0000_0110:8'b0011_1111);
            case(D_total[5:1]%10)
                0: seg7_temp[6] <= 8'b0011_1111;
                1: seg7_temp[6] <= 8'b0000_0110;
                2: seg7_temp[6] <= 8'b0101_1011;
                3: seg7_temp[6] <= 8'b0100_1111;
                4: seg7_temp[6] <= 8'b0110_0110;
                5: seg7_temp[6] <= 8'b0110_1101;
                6: seg7_temp[6] <= 8'b0111_1101;
                7: seg7_temp[6] <= 8'b0000_0111;
                8: seg7_temp[6] <= 8'b0111_1111;
                9: seg7_temp[6] <= 8'b0110_1111;
                default: seg7_temp[6] <= 8'b0000_0001;
            endcase
            seg7_temp[0] <= (P_total[0])? 8'b1000_0000: 8'b0000_0001;
            seg7_temp[2] <= (P_total[5:1]>= 'd20)? 8'b0101_1011: ((P_total[5:1] >= 'd10)? 8'b0000_0110:8'b0000_0000);
            case(P_total[5:1]%10)
                0: seg7_temp[1] <= 8'b0011_1111;
                1: seg7_temp[1] <= 8'b0000_0110;
                2: seg7_temp[1] <= 8'b0101_1011;
                3: seg7_temp[1] <= 8'b0100_1111;
                4: seg7_temp[1] <= 8'b0110_0110;
                5: seg7_temp[1] <= 8'b0110_1101;
                6: seg7_temp[1] <= 8'b0111_1101;
                7: seg7_temp[1] <= 8'b0000_0111;
                8: seg7_temp[1] <= 8'b0111_1111;
                9: seg7_temp[1] <= 8'b0110_1111;
                default: seg7_temp[1] <= 8'b0000_0001;
            endcase
        end
        else begin       
            for(i=0;i<8;i=i+1)begin
                seg7_temp[i] <= seg7_temp[i];
            end
        end
    end
end
always@(posedge dis_clk or negedge rst_n) begin
    if(!rst_n) begin
        dis_cnt <= 0;
    end
    else begin
        dis_cnt <= (dis_cnt >= 7) ? 0 : (dis_cnt + 1);
    end
end
always @(posedge dis_clk or negedge rst_n) begin 
    if(!rst_n) begin
        seg7 <= 8'b0000_0001;
    end 
    else begin
        if(!dis_cnt[2]) begin
            seg7 <= seg7_temp[dis_cnt];
        end
    end
end
always @(posedge dis_clk or negedge rst_n) begin 
    if(!rst_n) begin
        seg7_l <= 8'b0000_0001;
    end 
    else begin
        if(dis_cnt[2]) begin
            seg7_l <= seg7_temp[dis_cnt];
        end
    end
end
always@(posedge dis_clk or negedge rst_n) begin
    if(!rst_n) begin
        seg7_sel <= 8'b11111111;
    end
    else begin
        case(dis_cnt)
            0 : seg7_sel <= 8'b00000001;
            1 : seg7_sel <= 8'b00000010;
            2 : seg7_sel <= 8'b00000100;
            3 : seg7_sel <= 8'b00001000;
            4 : seg7_sel <= 8'b00010000;
            5 : seg7_sel <= 8'b00100000;
            6 : seg7_sel <= 8'b01000000;
            7 : seg7_sel <= 8'b10000000;
            default : seg7_sel <= 8'b11111111;
        endcase
    end
end
always@(posedge dis_clk , negedge rst_n)begin      
    if(!rst_n)begin
        led <= 3'b000;
    end
    else if(current_state == DONE)begin
        led <= 3'b100;
    end
    else if(current_state == FINAL)begin
        if(P_total > 6'd21)begin
            led <= 3'b010;
        end
        else if(D_total > 6'd21)begin
            led <= 3'b001;
        end
        else begin
            if(D_total >= P_total)begin
                led <= 3'b010;
            end
            else begin
                led <= 3'b001;
            end
        end
    end
    else begin               
        led <= 3'b000;
    end
end
LUT L1(.clk(d_clk) ,.rst_n(rst_n) ,.pip(pip) ,.number(number));
endmodule 
==> summary.txt <==
run metrics: r2r endpoint=counter[24]$_DFF_PN0_, Area leader share=0.313, Worst Path Arrival=1950 ps, R2R cell count=7, port bufs=30, die area=0.0346 mm², tool warnings=67, Hold Crit Start=counter[22]$_DFF_PN0_, Routed WL=37000 µm, H-tree levels=1, DR pass1 iterations=8, total congestion overflow=0, Die Ht=186 µm, worst skew pair latency=250 ps, worst slew pin tran=1000 ps, Min-Delay Path Class=flip-flop to flip-flop, DP Wirelength=28500 µm, vias in the first global route=10632, Final Hold Fails=0, biggest area cells=dfrtp_1 31%, ha_1 7.7%, o21ai_0 5.7%, Placement Setup Slack=2050 ps, CTS Hold Buffers Added=0, WHS Path Cells=1, status=finished, final reports clean, CTS tree=done, P&R area growth vs syn=4.94%, top-count cell post-synth=nand2_1, R2R Setup Slk=2060 ps, fraction of layout cells with a size suffix above 1=0.0655, Overall Global Routing Usage=0.229, Initial Utilization=0.412, placer congestion estimate=0.985, Clock Skew=3.30 ps, CTS Buf Count=3, Yosys reg bits=190, hold endpoint=counter[22]$_DFF_PN0_, Period minus WS final=1840 ps, Worst setup EP type=flip-flop, CP required=4020 ps, Ports=31, Leak=6.07 nW, Commonest flop=dfrtp_1, top cells by instance count after synthesis=182 x nand2_1, 169 x dfrtp_1, 155 x o21ai_0, # setup viols final=0, Avg Cell Area, Syn=8.67 µm², DR vias=11285, largest net degree at the start of global routing=114, drt drc=0, cell area power density=37.2 mW/mm², cell type with the largest total area=dfrtp_1, Max FO, Critical Path=4, fin worst setup slack=2060 ps, reg2reg start=counter[2]$_DFF_PN0_, Die X=186 µm, Gate Count Post-Synth=1560, RSZ-0062 raised after global routing=no, maximum vdd drop=0.154 mV, clock slew at reported path FFs=60 ps, DR vias/cell=5.78, Seq/Total Area, Yosys=0.353, first-pass GRT wire length=59100 µm, # Post-CTS Setup Buffers=0, maximum clock insertion buffer count=2, ys cells=1560, total negative setup slack=0 ps, Unique cell types=83, Yosys warnings=6, Setup crit start kind=flip-flop, relative slew slack=0.333, n_diodes=0, Async SR Flop Fraction=1.00, Post-Syn Area=0.0135 mm², cts repair resizes=0, clk root buf=clkbuf_16, Placeable Area=0.0329 mm², max-cap violation count=0, Yosys Chip Area=0.0135 mm², fmax=0.544 GHz, critical path class=flip-flop to flip-flop, num rows=66, Fill cells=3253, initial antenna violation count=0, average wire per standard cell=18.9 µm, initial DRC count=1063, Final period util=0.471, endpoints left unconstrained=191, fin. max-slew vios=0, flip-flops with a built-in enable=0, Final ANT Viol Nets=0, register pins left without a clock=165
-- sequential cells by signal, summed over array words and instances, names as in the netlist --
signal	cells
current_state	8
dis_cnt	3
round	3
card_dealer	25
doro_count	2
card_player	25
d_cards	3
L1.poker_mem	1
L1.number	4
led	3
counter	25
p_cards	3
seg7_temp	55
seg7_l	8
L1.pointer	6
seg7_sel	8
seg7	8
-- power by group --
| part | switching (mW) | internal (mW) | total [mW] |
|---|---|---|---|
| Combinational | 0.0416 | 0.00636 | 0.0480 |
| Clock | 0.0803 | 0.139 | 0.220 |
| Sequential | 0 | 0.260 | 0.260 |
| Total | 0.122 | 0.405 | 0.527 |
-- metal layers --
| layer | up-vias | track usage | routed length (µm) |
|---|---|---|---|
| li1 | 5441 | - | - |
| met1 | 5397 | 0.351 | 17000 |
| met2 | 401 | 0.334 | 16100 |
| met3 | 44 | 0.0614 | 2970 |
| met4 | 2 | 0.0430 | 828 |
| met5 | - | 0.0252 | 110 |
-- through the flow --
| stage | instances | utilization | hold slack (ps) | instance area [µm²] | power [mW] |
|---|---|---|---|---|---|
| finish | 1953 | 0.432 | 468 | 14200 | 0.527 |
| global route | 1953 | 0.432 | 478 | 14200 | 0.551 |
| CTS | 1953 | 0.432 | 466 | 14200 | 0.536 |
| detailed placement | 1949 | 0.430 | 458 | 14100 | 0.316 |
| global placement | 1949 | 0.430 | 457 | 14100 | 0.316 |
| floorplan | 1560 | - | 438 | 13500 | 0.268 |
-- final cells by class --
type                            instances  area [µm²]  share of cell area
Multi-Input combinational cell       1164        7960               0.561
Sequential cell                       190        4780               0.337
Tap cell                              442         553              0.0390
Inverter                              112         423              0.0298
Timing Repair Buffer                   41         399              0.0281
Clock buffer                            4        78.8             0.00555
-- worst max-delay path by stage --
stage	slack [ps]	end	startpoint
finish	2060	counter[24]$_DFF_PN0_	counter[2]$_DFF_PN0_
global route	1920	counter[23]$_DFF_PN0_	counter[2]$_DFF_PN0_
CTS	2060	counter[24]$_DFF_PN0_	counter[2]$_DFF_PN0_
-- worst max-delay path, stage by stage (launching register included) --
cell and delay (ps):
dfrtp_1 390, nand3_1 120, nor2_1 150, and3_1 250, and4_1 270, and3_1 270, nand3_1 120, xnor2_1 130
-- layout by cell type (no fill, tap or decap), types with 35 or more instances in the layout --
master	n
o21ai_0	155
nor2_1	103
a21oi_1	104
ha_1	83
nand2_1	182
xnor2_1	35
inv_1	108
nand3_1	36
mux2_2	40
dfrtp_1	168
-- kinds of logic (layout without fill, tap and decap cells) --
family                   count (synthesis)  count (layout)  share of synthesized area
adder cells (fa/ha/maj)                111             111                      0.118
multiplexers                            58              58                     0.0466
flip-flops                             190             190                      0.353
AND-OR/OR-AND                          475             475                      0.227
XOR/XNOR                                52              52                     0.0353
AND/OR/NAND/NOR                        467             467                      0.160
other                                    1               1                   0.000277
buffers and inverters                  206             157                     0.0590
Power figures rest on the tool's default switching activity, not on a simulated workload.
